[./config.mk]
export PLATFORM = sky130hd
export DESIGN_NAME = TC0
export DESIGN_NICKNAME = TC0
export VERILOG_FILES = /design/flow/design.v
export SDC_FILE = /design/flow/constraint.sdc
export NUM_CORES = 4
export LEC_CHECK = 1
export CORE_UTILIZATION = 40
[./constraint.sdc]
current_design TC0

set clk_period 7.3
set clk_io_pct 0.2

create_clock -name clk0 -period $clk_period [get_ports {clk}]

set non_clock_inputs [all_inputs -no_clocks]
set_input_delay [expr $clk_period * $clk_io_pct] -clock clk0 $non_clock_inputs
set_output_delay [expr $clk_period * $clk_io_pct] -clock clk0 [all_outputs]
[./design.v]
`timescale 1ns / 1ps
module TC0(
    input clk,
    input reset,
    input [31:2] Addr,
    input WE,
    input [31:0] Din,
    output [31:0] Dout,
    output IRQ
    );
	reg [1:0] state;
	reg [31:0] mem [2:0];
	reg _IRQ;
	assign IRQ = mem[0][3] & _IRQ;
	assign Dout = mem[Addr[3:2]];
	wire [31:0] load = Addr[3:2] == 0 ? {28'h0, Din[3:0]} : Din;
	integer i;
	always @(posedge clk) begin
		if(reset) begin
			state <= 0; 
			for(i = 0; i < 3; i = i+1) mem[i] <= 0;
			_IRQ <= 0;
		end
		else if(WE) begin
			mem[Addr[3:2]] <= load;
		end
		else begin
			case(state)
				2'b00 : if(mem[0][0]) begin
					state <= 2'b01;
					_IRQ <= 1'b0;
				end
				2'b01 : begin
					mem[2] <= mem[1];
					state <= 2'b10;
				end
				2'b10  : 
					if(mem[0][0]) begin
						if(mem[2] > 1) mem[2] <= mem[2]-1;
						else begin
							mem[2] <= 0;
							state <= 2'b11;
							_IRQ <= 1'b1;
						end
					end
					else state <= 2'b00;
				default : begin
					if(mem[0][2:1] == 2'b00) mem[0][0] <= 1'b0;
					else _IRQ <= 1'b0;
					state <= 2'b00;
				end
			endcase
		end
	end
endmodule
[./run.sh]
#!/bin/bash
# OpenROAD 26Q1-2900-gdf79404cd8, Yosys 0.63+post, stock flow scripts
make -C /OpenROAD-flow-scripts/flow DESIGN_CONFIG=/design/flow/config.mk WORK_HOME=/design/flow/orfs finish
==> reports/qor.csv <==
stage;metric;value;unit
timing;RSZ-0062 raised after global routing;no;
timing;setup TNS;0;ns
synth;top post-synthesis cells by count;edfxtp_1 (128), nor2_1 (81), nand2_1 (43);
timing;Fmax achieved;215;MHz
synth;Yosys top cell by instances;edfxtp_1;
synth;synthesized cell area;0.00680;mm2
synth;Top cell area share;56.6;%
hold_path;worst hold path class;reg2reg;
run;number of max-cap violations;0;
critical_path;Top delay family on crit path;buffers and inverters;
critical_path;Max FO, Critical Path;37;
die;chip width;132;um
finish;Comb area;0.00281;mm2
finish;Final Non-Filler Cells;880;
route;number of remaining DRC errors;0;
timing;worst setup margin;2.65;ns
critical_path;cells along the critical path;buf_2, buf_4, mux4_2, clkdlybuf4s50_1;
placed_design;gpl congestion;0.832;
critical_path;crit path launch;Addr[2];
synth;sequential area share after synthesis;58.0;%
critical_path;CP Launch Type;input port;
power_and_ir_drop;Power, Total;1.96;mW
cts;root buf cell;clkbuf_16;
power_and_ir_drop;LEAKAGE;3.11;nW
global_routing;first-pass GRT wire length;28.3;mm
timing;Final Hold Fails;0;
global_routing;global route overflow;0;
cts;# hold bufs at CTS;0;
die;num rows;47;
placed_design;DP Worst Slack;2.58;ns
placed_design;dpl hpwl;11.0;mm
die;Core Util at FP;41.0;%
critical_path;Critical Path AT;3.19;ns
global_routing;Total GRT Usage;23.1;%
global_routing;initial antenna violation count;0;
timing;Final Critical Period;4.65;ns
finish;Util after Layout;51.0;%
finish;layout cell share with drive strength beyond 1;15.3;%
synth;Yosys cell types;54;
status;outcome;finished, final reports clean;
cts;Clock Latency Late Sink;0.41;ns
critical_path;Critical Path RT;5.84;ns
synth;yosys synthesis chip area;0.00680;mm2
placed_design;port bufs;69;
synth;cell accounting for the most synthesized area;edfxtp_1;
global_routing;largest net degree at the start of global routing;40;
synth;Flops after synth;133;
critical_path;CP peak stage delay;0.63;ns
route;DR iter-0 viols;289;
global_routing;vias in the first global route;5276;
power_and_ir_drop;Pwr Density;232;mW/mm2
finish;Flop area;0.00394;mm2
cts;CTS H-tree depth;4;
cts;clk buf depth;2;
timing;clk_skew;0.00493;ns
finish;fill cell count;1431;
route;routed vias;4969;
synth;Post-synth top flop;edfxtp_1;
placed_design;Inst Count DP;848;
critical_path;CP max-delay cell;mux4_2;
die;chip area;0.0175;mm2
synth;Yosys Warn Count;1;
route;total wire length;17.9;mm
critical_path;Worst path depth;4;
timing;Worst Tran Pin Value;0.935;ns
synth;cells after synthesis;552;
timing;final setup violating endpoints;0;
critical_path;CP Capture Type;output port;
timing;crit share post-route;63.8;%
timing;Final Max Slew Viols;0;
cts;post-CTS sizing;0;
die;IO Count;98;
synth;number of enable flip-flop cells;128;
run;OpenROAD warning count;54;
timing;relative slew slack;37.5;%
cts;total CTS buffers;17;
critical_path;origin of the critical flop-to-flop path;mem[2][5];
critical_path;Buffers & Inverters on Critical Path;3;
route;Ant. Diodes;0;
cts;CTS clk-pin slew, worst paths;0.06;ns
route;Avg WL per Cell;20.3;um
synth;Synth async-reset ratio;0;%
die;core box area;0.0166;mm2
power_and_ir_drop;VDD IR max;203;uV
critical_path;R2R cell count;6;
cts;Post-CTS Setup Repair Bufs;0;
critical_path;critical path class;in2out;
route;Via-to-Cell Ratio;5.65;
finish;area grow syn2layout;24.4;%
cts;CTS tree;built;
route;1st-pass router iterations;5;
die;die height;132;um
synth;biggest area cells;edfxtp_1 (57%), mux4_2 (11%), nor2_1 (4.5%);
synth;yosys cell count;552;
critical_path;Critical R2R Capture;mem[2][28];
cts;Sink Count;133;
route;post-route ant nets;0;
critical_path;worst reg2reg setup slack;4.44;ns
synth;syn_area_per_cell;12.3;um2
critical_path;Critical Path End;Dout[31];
[sequential cells by signal, summed over array words and instances (netlist names)]
signal,cells
mem,128
state,4
_IRQ,1
[how the worst min path moves through the flow]
| stage | cells after the start | slack, ns | start | endpoint |
|---|---|---|---|---|
| 6_report | 2 | 0.45 | state[3] | state[3] |
| 4_1_cts | 2 | 0.46 | state[3] | state[3] |
| 5_1_grt | 2 | 0.47 | state[3] | state[3] |
[through the flow]
stage,instance area [um2],hold WS [ns]
detailed placement,7870,0.446
finish,8460,0.449
global placement,7870,0.435
global route,8460,0.474
floorplan,6900,0.423
CTS,8460,0.455
[report_power, final]
part	internal, mW	switching, mW
sequential	0.885	0.0249
clock	0.531	0.311
combinational	0.109	0.102
[metal layers]
layer  wire length, um  track usage (%)
met1              7080             32.6
met5                 0                0
met2              8400             34.2
met4               360             3.77
met3              2020             12.5
[worst register-to-register path: stages, from the launching register on]
cell      delay, ns
edfxtp_1       0.45
nor4_2         0.55
nand3_1        0.62
nor3_1         0.45
xor2_1         0.12
a221oi_1       0.32
nor2_1         0.08
[placed cells by master (no fill, tap or decap), types with 2 or more instances in the layout]
cell	count
xnor2_1	8
a31oi_1	2
and4_1	2
bufinv_16	3
clkdlybuf4s50_1	67
clkinv_2	4
nand3_1	30
mux4_2	32
clkinv_1	2
clkinvlp_4	5
o21ai_0	3
buf_2	2
nand4_1	4
xor2_1	19
or4_1	6
nor4_2	6
nand2b_1	3
ha_1	2
clkbuf_16	17
and2_1	14
a21oi_1	20
o21ai_1	2
buf_4	17
nor2_1	81
a221oi_1	9
or2_2	5
o211ai_1	3
conb_1	28
a32o_1	2
o31ai_1	2
inv_1	8
or3_1	6
nor4_1	11
nor3_1	23
and3_1	12
nand2_1	43
edfxtp_1	128
dfxtp_1	5
[cell families (layout without fill, tap and decap cells)]
kind of cell             count (synthesis)  after routing  share of synthesized area, %
AND/OR/NAND/NOR                        253            253                          18.7
other                                    1             28                        0.0552
buffers and inverters                   45            126                          2.61
multiplexers                            33             33                          10.8
flip-flops                             133            133                          58.0
XOR/XNOR                                27             27                          3.48
AND-OR/OR-AND                           58             58                          6.02
adder cells (fa/ha/maj)                  2              2                         0.368
[final cells by class]
type	count	share of cell area [%]
inverters	8	0.355
multi-input cells	401	33.2
flip-flops and latches	133	46.6
repair buffers	86	9.56
clock inverters	15	1.94
clock buffers	17	5.03
well taps	220	3.25
Power figures rest on the tool's default switching activity, not on a simulated workload.
