## ./design.v

```verilog
`timescale 1ns / 1ps
module TC1(
    input clk,
    input reset,
    input [31:2] Addr,
    input WE,
    input [31:0] Din,
    output [31:0] Dout,
    output IRQ
    );
	reg [1:0] state;
	reg [31:0] mem [2:0];
	reg _IRQ;
	assign IRQ = mem[0][3] & _IRQ;
	assign Dout = mem[Addr[3:2]];
	wire [31:0] load = Addr[3:2] == 0 ? {28'h0, Din[3:0]} : Din;
	integer i;
	always @(posedge clk) begin
		if(reset) begin
			state <= 0; 
			for(i = 0; i < 3; i = i+1) mem[i] <= 0;
			_IRQ <= 0;
		end
		else if(WE) begin
			mem[Addr[3:2]] <= load;
		end
		else begin
			case(state)
				2'b00 : if(mem[0][0]) begin
					state <= 2'b01;
					_IRQ <= 1'b0;
				end
				2'b01 : begin
					mem[2] <= mem[1];
					state <= 2'b10;
				end
				2'b10  : 
					if(mem[0][0]) begin
						if(mem[2] > 1) mem[2] <= mem[2]-1;
						else begin
							mem[2] <= 0;
							state <= 2'b11;
							_IRQ <= 1'b1;
						end
					end
					else state <= 2'b00;
				default : begin
					if(mem[0][2:1] == 2'b00) mem[0][0] <= 1'b0;
					else _IRQ <= 1'b0;
					state <= 2'b00;
				end
			endcase
		end
	end
endmodule
```

## ./run.sh

```bash
#!/bin/bash
# OpenROAD 26Q1-2900-gdf79404cd8, Yosys 0.63+post, stock flow scripts
make -C /OpenROAD-flow-scripts/flow DESIGN_CONFIG=/design/flow/config.mk WORK_HOME=/design/flow/orfs finish
```

## ./config.mk

```make
export PLATFORM = sky130hd
export DESIGN_NAME = TC1
export DESIGN_NICKNAME = TC1
export VERILOG_FILES = /design/flow/design.v
export SDC_FILE = /design/flow/constraint.sdc
export NUM_CORES = 4
export LEC_CHECK = 1
export CORE_UTILIZATION = 40
```

## ./constraint.sdc

```tcl
current_design TC1

set clk_period 7.3
set clk_io_pct 0.2

create_clock -name clk0 -period $clk_period [get_ports {clk}]

set non_clock_inputs [all_inputs -no_clocks]
set_input_delay [expr $clk_period * $clk_io_pct] -clock clk0 $non_clock_inputs
set_output_delay [expr $clk_period * $clk_io_pct] -clock clk0 [all_outputs]
```

==> impl_metrics.yaml <==
# implementation run metrics
grt:
  antenna_found_initial: 0
  grt-ovfl-total: 0
  grt_max_degree: 40
  grt_first_pass_wirelength_um: 28300
  first_global_vias: 5276
  grt_usage: 0.231
setup_path:
  crit_family: "buffers and inverters"
  cp_slowest_cell: "mux4_2"
  start_kind: "primary input"
  crit_fanout: 37
  crit_chain: "buf_2 -> buf_4 -> mux4_2 -> clkdlybuf4s50_1"
  criticalPathCategory: "in2out"
  cp-end-kind: "output pin"
  required_ns: 5.84
  critPathMaxStageDelay_ns: 0.63
  cp.arrival_ns: 3.19
  crit_buf_inv: 3
synth:
  syn_area_per_cell_um2: 12.3
  ys_warn_count: 1
  yosys-stat-area_mm2: 0.00680
  ys_seq_share: 0.580
  synthCells: 552
  ys.flop_type: "edfxtp_1"
  edf_count: 128
  top_area_cell: "edfxtp_1"
  topCellsByArea: "edfxtp_1 (57%), mux4_2 (11%), nor2_1 (4.5%)"
  synth.distinct_cells: 54
  synth-seq-cells: 133
  synth_top_area_share: 0.566
  yosys_cells: 552
  netlist_area_mm2: 0.00680
  ys_async_sr_fraction: 0
timing:
  finClkSkew_ns: 0.00493
  timing.setup.tns_ns: 0
  finalHoldViolCount: 0
  setup_viol: 0
  period_used_share: 0.638
  rsz0062_at_grt: "false"
  slew_violations: 0
  max_freq_mhz: 215
  maxSlewHeadroom: 0.375
  tightest_slew_ns: 0.935
  fin_crit_ns: 4.65
  timing.hold.ws_ns: 0.449
clocking:
  root_buffer: "clkbuf_16"
  clk_pin_slew_worst_paths_ns: 0.06
  cts_buffer_depth: 2
  cts_buffers: 17
  clock_latency_ns: 0.41
  postCtsHoldBufs: 0
  ctsResizeCount: 0
  cts_tree: "yes"
  post_cts.repair.setup_buffers: 0
  cts-htree-levels: 4
  clock-sinks: 133
floorplan:
  die_w_um: 132
  core_area_mm2: 0.0166
  rows: 47
  initCoreUtil: 0.410
  io_pins: 98
  die_area_mm2: 0.0175
  die_h_um: 132
power:
  p_sw_frac: 0.223
  p_per_area_mw_per_mm2: 232
  p_leak_uw: 0.00311
  pwr-share-seq: 0.464
  clockPowerShare: 0.429
  peakVddDrop_mv: 0.203
  power_frac_comb: 0.108
  internal_power_uw: 1530
  netSwitchingPower_uw: 438
cells_and_area:
  finish.cell_count_without_fillers: 880
  layout-drive-gt1-share: 0.153
  area_growth_pct: 24.4
  postLayoutCoreUtil: 0.510
route:
  drtIter0Drc: 289
  drtAntennaViolNets: 0
  wire_per_inst_um: 20.3
  num_vias: 4969
  antenna_cells: 0
  drt_wl_total_um: 17900
  dr.pass1.iters: 5
  route.detailed.drc: 0
  avgViaCountPerCell: 5.65
run_status:
  status: "complete, no violations"
place:
  dp.cells: 848
  globalplace.congestion: 0.832
  numPortBuffers: 69
  hpwl_um: 11000
min_path:
  hp-class: "reg2reg"
flow_run:
  maxCapViolCount: 0
  tool_warnings: 54
[power groups by stage]
stage     combinational, uW  sequential [uW]  clock [uW]
6_report                211              910         842
5_1_grt                 231              916         889
4_1_cts                 214              910         852
[cell usage after synthesis, drive strengths merged, types with 2 or more instances]
master	number
nand2b	3
nand3	30
inv	8
or2	6
or3	6
nand4	4
a32o	2
xnor2	8
buf	6
and2	14
nor3	24
mux4	32
o211ai	3
a221oi	9
dfxtp	5
and4	2
ha	2
a31oi	4
nor2	82
a21oi	20
edfxtp	128
o21ai	6
and3	12
nand2	43
or4	6
clkbuf	31
nor4	18
o31ai	2
xor2	19
[flip-flops by register name, indices dropped and copies added (netlist names)]
signal  cells
mem       128
state       4
_IRQ        1
[cell usage in the layout, fill, tap and decap left out, types with 4 or more instances in the layout]
| master | count |
|---|---|
| xnor2_1 | 8 |
| or3_1 | 6 |
| buf_4 | 17 |
| nor4_1 | 11 |
| nor4_2 | 6 |
| edfxtp_1 | 128 |
| clkinv_2 | 4 |
| nor2_1 | 81 |
| nor3_1 | 23 |
| clkbuf_16 | 17 |
| a221oi_1 | 9 |
| dfxtp_1 | 5 |
| xor2_1 | 19 |
| and3_1 | 12 |
| inv_1 | 8 |
| nand4_1 | 4 |
| nand3_1 | 30 |
| clkinvlp_4 | 5 |
| and2_1 | 14 |
| clkdlybuf4s50_1 | 67 |
| mux4_2 | 32 |
| a21oi_1 | 20 |
| conb_1 | 28 |
| nand2_1 | 43 |
| or2_2 | 5 |
| or4_1 | 6 |
[worst register-to-register path, stage by stage, from the launching register on]
cell	delay (ns)
edfxtp_1	0.45
nor4_2	0.55
nand3_1	0.62
nor3_1	0.45
xor2_1	0.12
a221oi_1	0.32
nor2_1	0.08
[path summary, 6_finish.rpt]
kind | from | endpoint | slack (ns) | cells past startpoint
max | Addr[2] | Dout[31] | 2.65 | 4
min reg2reg | state[3] | state[3] | 0.45 | 2
max reg2reg | mem[2][5] | mem[2][28] | 4.44 | 6
min | state[3] | state[3] | 0.45 | 2
[logic make-up (layout without fill, tap and decap cells)]
family	count (synthesis)	in the layout	share of synthesized area
other	1	28	0.000552
adders and majority gates	2	2	0.00368
xor gates and xnor gates	27	27	0.0348
and+or+nand+nor	253	253	0.187
DFF	133	133	0.580
muxes	33	33	0.108
buffers and inverters	45	126	0.0261
AOI/OAI and AO/OA	58	58	0.0602
[per-stage QoR]
step                total power, uW  setup slack, ns  area [um^2]
floorplan                      1030             2.21         6900
global placement               1130             2.59         7870
detailed placement             1140             2.58         7870
CTS                            1980             2.58         8460
global route                   2040             2.50         8460
finish                         1960             2.65         8460
[final cells by class]
cell class / count / area, um^2
fillers: 1431 / 8130
flip-flops and latches: 133 / 3940
multi-input cells: 401 / 2810
repair buffers: 86 / 808
clock buffers: 17 / 425
well taps: 220 / 275
clock inverters: 15 / 164
inverters: 8 / 30.0
[per-layer routing]
metal  GRT usage  vias to the layer above  part of all wire
met5           0                        -                 0
met4      0.0377                        0             0.020
met3       0.125                       22              0.11
met2       0.342                      273              0.47
met1       0.326                     2398              0.40
li1            -                     2276                 -
No activity file was given, so power comes from the tool's default toggle rates.
